===== flow/config.mk =====
export PLATFORM = sky130hd
export DESIGN_NAME = uart_top
export DESIGN_NICKNAME = uart_top
export VERILOG_FILES = /design/flow/design.v
export SDC_FILE = /design/flow/constraint.sdc
export NUM_CORES = 4
export LEC_CHECK = 1
export CORE_UTILIZATION = 30

===== flow/constraint.sdc =====
current_design uart_top

set clk_period 7.2
set clk_io_pct 0.2

create_clock -name clk0 -period $clk_period [get_ports {clk}]

set non_clock_inputs [all_inputs -no_clocks]
set_input_delay [expr $clk_period * $clk_io_pct] -clock clk0 $non_clock_inputs
set_output_delay [expr $clk_period * $clk_io_pct] -clock clk0 [all_outputs]

===== flow/design.v =====
`timescale 1ns / 1ps
module uart_top(
    input logic clk,
    input logic rst_n,
    input logic tx_start,          
    input logic [8-1:0] data_in,  
    output logic tx_dout,                    
    output logic tx_done                     
    );
    logic tx_clk_reg;                
    logic rx_clk_reg;                
    baudrate_generator#(9600) U1_BG( 
                                .clk(clk), 
                                .rst_n(rst_n),         
                                .tx_clk(tx_clk_reg),        
                                .rx_sampling_clk(rx_clk_reg)
                                );
    uart_transmitter#(8, 2) U2_TX( 
                                .rst_n(rst_n),
                                .tx_clk(tx_clk_reg),
                                .tx_start(tx_start),
                                .data_in(data_in),
                                .tx_dout(tx_dout),
                                .tx_done(tx_done)
                                );
endmodule
`timescale 1ns / 1ps
module uart_transmitter#(parameter DATA_WIDTH_NUMBER=8, STOP_BITS_NUMBER=2)
(
    input logic rst_n,
    input logic tx_clk,
    input logic tx_start,
    input logic [DATA_WIDTH_NUMBER-1:0] data_in,
    output logic tx_dout,
    output logic tx_done 
);
    typedef enum logic [1:0]  
    {
            IDLE,
            START,
            DATA,
            STOP
    } state_t;
    state_t state;
    shortint unsigned data_cnt;   
    shortint unsigned stop_cnt;   
    always_ff @( posedge(tx_clk) or negedge(rst_n) ) begin
        if (!rst_n) begin
            state <= IDLE;       
            tx_done <= 1'b0;
            tx_dout <= 1'b1;     
        end
        else begin
            unique case (state)
                IDLE:begin
                tx_done <= 1'b0;
                    if (tx_start) begin         
                        state <= START;
                        tx_dout <= 1'b0;     
                        data_cnt <= 1;       
                    end
                    else begin
                        tx_dout <= 1'b1;     
                        stop_cnt <= 0;
                    end
                end
                START:begin
                    state   <= DATA;         
                    tx_dout <= data_in[0];   
                end
                DATA:begin
                    if (data_cnt == DATA_WIDTH_NUMBER) begin 
                        state <= STOP;
                        tx_dout  <= 1'b1;
                    end
                    else begin
                        tx_dout  <= data_in[data_cnt];  
                        data_cnt <= data_cnt+1;
                    end
                end
                STOP:begin
                    if (stop_cnt == STOP_BITS_NUMBER-1) begin
                        tx_done <= 1'b1;
                        state <= IDLE;
                    end
                    else begin
                        tx_dout  <= 1'b1;            
                        stop_cnt <= stop_cnt+1;
                        data_cnt <= 1;
                    end
                end            
            endcase
        end        
    end
endmodule
`timescale 1ns / 1ps
module baudrate_generator #(parameter BAUDRATE=9600)    
(
    input logic  clk,                
    input logic  rst_n,              
    output logic tx_clk,             
    output logic rx_sampling_clk     
);
    bit [31:0]  counter_rx;
    always_ff @(posedge(rx_sampling_clk) or negedge(rst_n)) begin  
        if(!rst_n) begin
            tx_clk  <= 0;           
        end
        else begin
            tx_clk <= ~tx_clk;       
        end
    end
    always_ff @( posedge(clk) or negedge(rst_n)) begin    
        if(!rst_n) begin
            counter_rx <= 0;
            rx_sampling_clk     <= 0;
        end
        else if (counter_rx == (100000000/(4*BAUDRATE))) begin      
            counter_rx <= 0;                                        
            rx_sampling_clk     <= ~rx_sampling_clk;
        end
        else begin
            counter_rx <= counter_rx + 32'b1;
        end
    end
endmodule: baudrate_generator

===== flow/run.sh =====
#!/bin/bash
# OpenROAD 26Q1-2900-gdf79404cd8, Yosys 0.63+post, stock flow scripts
make -C /OpenROAD-flow-scripts/flow DESIGN_CONFIG=/design/flow/config.mk WORK_HOME=/design/flow/orfs finish

==> run notes <==
Main metrics from the flow reports.

The run finished with clean final reports. The routed design ends up with an antenna cell count of 0. The post-cts repair resize count is 0.

The largest registers in the layout are U1_BG.counter_rx (32), U2_TX.data_cnt (16), U2_TX.stop_cnt (16). In this run the tools logged warnings totalling 28. The wire length recorded after detailed routing is 6360 um. Per the detail_route report, DRC violations left total 0.

According to the Yosys statistics, the synthesized design has a chip area of 0.00375 mm^2. The worst hold path cell count came out at 1. The final weighted congestion in routability-driven placement came out at 0.798. The minimum clock period after layout is 2.00 ns. The clock-pin slew on the worst setup and hold paths came out at 0.05 ns. The count of unclocked register or latch pins came out at 39. The leakage power came out at 1.66 nW. The routed design shows a via density per instance of 4.77.

The synthesized netlist handed to floorplanning was reported with a cell count of 352. After legalization and detailed placement, the total HPWL measured 4480 um. The layout summary lists the proportion of cells stronger than drive strength 1 as 8.13%. The number of unique standard cell types used by synthesis came out at 40. CTS placed an instance of clkbuf_16 at the clock tree root. After synthesis the cells add up to 0.00375 mm^2. TritonCTS built the clock tree.

The count of warnings emitted by yosys came out at 2. The number of H-tree levels is 2. The total power consumption of the routed design is 0.000393 W. Setup repair after global routing left no endpoint under its margin. The final-report setup violation count is 0.

The upper clock frequency limit came out at 500 MHz. The layout overhead on the synthesized area is 12.8%. The number of vias in the routed layout is 2563. The per-cell routed wire length came out at 11.8 um. In this run, CTS created clock tree buffers numbering 5.

The die outline area came out at 0.0129 mm^2. The instance count after placement with tap cells included is 529. The tool flagged a number of max-cap violations equal to 0. The total routing resource utilization after global routing is 10.8%. The required time of the critical path came out at 7.35 ns. For the final database, setup skew stands at 0.00376 ns. Data on the critical path arrives at its endpoint at 2.15 ns.

The number of top-level pins is 13. Across all hold checks on the routed design, the worst slack comes to 0.455 ns. The pin slew with the least headroom to its limit is 0.621 ns.

Pins over their slew limit in the final report were tallied at 0. The total cells reported by yosys after synthesis came out at 352. The worst-skew pair later-pin latency is 0.27 ns. The number of DRC violations after detailed-routing iteration 0 came out at 113. The first global-routing pass estimated 11300 um of wire. The report shows a maximum critical-path fanout of 9. Measured along the y axis, the die boundary spans 114 um. The number of optimization iterations in the first detailed-route pass is 4.

The buffer_ports step reported a buffer count of 12. The die is 114 um wide. The floorplan row count came out at 40. The worst hold path class is flop to flop. In this run the remaining antenna-violating nets after routing total 0. The fraction of the yosys area taken by sequential cells is 52.4%.

The critical path startpoint category is a flop. The overall overflow remaining after global route came out at 0. The register bank with the most flops is U1_BG.counter_rx.

In the layout the commonest cells are 41 x nor2_1, 38 x dfrtp_1, 32 x edfxtp_1. The initial antenna violation count came out at 0. The post-synthesis average cell area is 10.6 um^2. The logic depth of the worst register-to-register path came out at 5. The power density of the placed cells is 93.0 mW/mm^2.

After layout, the worst path uses 27.8% of the clock period. The number of flip-flops in the largest register came out at 32. After synthesis the netlist holds a flip-flop and latch count of 72. The worst-case vdd ir drop came out at 0.153 mV. The hold-fix buffer count after cts is 0. STA classifies the critical path endpoint as a flop. The largest net degree at the start of global routing is 43. The layout has 1209 filler cells. The setup total negative slack came out at 0 ns. The core outline area is 0.0121 mm^2. The maximum clock path buffer count came out at 2. The via count of the first global-routing pass came out at 2439. The count of endpoints without a timing constraint came out at 73. The filler-free cell count of the finished design came out at 537. The buffers inserted during post-CTS setup optimization is 0.

The worst max-slew margin expressed relative to the limit came out at 58.4%. The category of the critical setup timing path is flop to flop. The count of final hold-check violations is 0. The starting density of the core came out at 31.0%. The most common logic cell in the final layout is nor2_1.
## metrics by stage
| step | setup WS, ns | instance area (um^2) | utilization (%) |
|---|---|---|---|
| after floorplan | 5.44 | 3750 | - |
| after global placement | 5.22 | 4090 | 33.8 |
| after detailed placement | 5.20 | 4090 | 33.8 |
| after CTS | 5.19 | 4230 | 34.9 |
| after global routing | 5.04 | 4230 | 34.9 |
| final | 5.20 | 4230 | 34.9 |
## synthesized netlist by cell type, drive strengths merged
library cell | count | share of area (%)
and3 | 6 | 1.0
nand4 | 20 | 3.5
nand3 | 23 | 3.1
a21oi | 6 | 0.80
nor4bb | 1 | 0.27
xor2 | 25 | 5.8
mux4 | 2 | 1.2
dfstp | 2 | 1.4
xnor2 | 28 | 6.5
nand2 | 24 | 2.4
nor4b | 5 | 1.2
edfxtp | 32 | 26
and2 | 4 | 0.67
clkbuf | 6 | 0.60
nor3 | 15 | 2.8
dfrtp | 38 | 25
or2 | 2 | 0.33
buf | 2 | 0.33
o31ai | 1 | 0.20
nand3b | 1 | 0.20
o21ai | 5 | 0.67
mux2i | 3 | 0.80
or4 | 1 | 0.20
nor2 | 41 | 4.1
nor2b | 2 | 0.33
and4 | 12 | 2.8
nand2b | 3 | 0.50
or3 | 3 | 0.50
ha | 6 | 2.0
a21boi | 1 | 0.20
inv | 15 | 1.5
o22ai | 1 | 0.17
nor4 | 14 | 2.5
o32ai | 1 | 0.23
clkinv | 1 | 0.10
## power by group
part | leakage, nW | internal (W) | total, W | switching, W
Clock | 0.0706 | 0.000127 | 0.000196 | 0.0000697
Combinational | 0.792 | 0.00000600 | 0.0000113 | 0.00000530
Sequential | 0.795 | 0.000186 | 0.000186 | 0
Total | 1.66 | 0.000318 | 0.000393 | 0.0000750
## area by class of cell
cell class              count  area [um^2]  share of cell area, %
clock buffers               6          129                   3.05
clock inverters             2         10.0                  0.237
inverters                  16         60.1                   1.42
multi-input cells         256         1700                   40.2
flip-flops and latches     72         1960                   46.5
well taps                 168          210                   4.97
repair buffers             17          153                   3.61
## worst paths after layout
| check | startpoint | to | slack (ns) |
|---|---|---|---|
| max | U1_BG.counter_rx[0] | U1_BG.counter_rx[28] | 5.20 |
| min | U1_BG.rx_sampling_clk | U1_BG.rx_sampling_clk | 0.46 |
| min in group asynchronous | rst_n | U1_BG.counter_rx[21] | 1.22 |
| min reg2reg | U1_BG.rx_sampling_clk | U1_BG.rx_sampling_clk | 0.46 |
| max reg2reg | U1_BG.counter_rx[0] | U1_BG.counter_rx[28] | 5.20 |
| max in group asynchronous | rst_n | U1_BG.counter_rx[8] | 5.62 |
## routing by layer
metal  share of wire [%]  GRT usage, %  routed length, um  up-vias
met1                  50          17.3               3170     1213
met4                0.94          1.47                 60        0
met2                  46          16.7               2920       49
li1                    -             -                  -     1297
met5                   0             0                  0        -
met3                 3.3          1.57                210        4
## cell families (layout without fill, tap and decap cells)
family / Yosys count / count (layout) / share of synthesized area [%]
XOR/XNOR: 53 / 53 / 12.4
buffers and inverters: 24 / 41 / 2.54
adder cells (fa/ha/maj): 6 / 6 / 2.00
AND/OR/NAND/NOR: 177 / 177 / 26.4
AND-OR/OR-AND: 15 / 15 / 2.27
multiplexers: 5 / 5 / 2.00
flip-flops: 72 / 72 / 52.4
## worst max-delay path, stage by stage (launching register included)
cell and delay (ns):
dfrtp_1 0.40, ha_1 0.22, nand3_1 0.11, or4_1 0.74, nand3b_1 0.27, xnor2_1 0.15
Power is estimated from default activity; no workload was simulated.
