## ./design.v

```verilog
`timescale 1ns / 1ps
module baudrate_generator #(parameter BAUDRATE=9600)    
(
    input logic  clk,                
    input logic  rst_n,              
    output logic tx_clk,             
    output logic rx_sampling_clk     
);
    bit [31:0]  counter_rx;
    always_ff @(posedge(rx_sampling_clk) or negedge(rst_n)) begin  
        if(!rst_n) begin
            tx_clk  <= 0;           
        end
        else begin
            tx_clk <= ~tx_clk;       
        end
    end
    always_ff @( posedge(clk) or negedge(rst_n)) begin    
        if(!rst_n) begin
            counter_rx <= 0;
            rx_sampling_clk     <= 0;
        end
        else if (counter_rx == (100000000/(4*BAUDRATE))) begin      
            counter_rx <= 0;                                        
            rx_sampling_clk     <= ~rx_sampling_clk;
        end
        else begin
            counter_rx <= counter_rx + 32'b1;
        end
    end
endmodule: baudrate_generator
`timescale 1ns / 1ps
module uart_rcv_top(
    input logic clk,
    input logic rst_n,
    input logic data_in,   
    output logic [8-1:0] data_out, 
    output logic rx_error,                  
    output logic rx_done                
    );
    logic rx_clk_reg;                
    logic tx_clk_reg;                
    baudrate_generator#(115200) U1_BG( 
                                .clk(clk), 
                                .rst_n(rst_n),         
                                .tx_clk(tx_clk_reg),        
                                .rx_sampling_clk(rx_clk_reg)
                                );
    uart_receiver#(8, 2) U3_RX( 
                                .rst_n(rst_n),
                                .data_in(data_in),
                                .sample_clk(rx_clk_reg),
                                .data_out(data_out),
                                .rx_done(rx_done),
                                .rx_error(rx_error)
                                );
endmodule
`timescale 1ns / 1ps
module uart_receiver#(parameter DATA_WIDTH_NUMBER=8, STOP_BITS_NUMBER=2)(
    input  logic data_in,            
    input  logic sample_clk,         
    input  logic rst_n,              
    output logic [DATA_WIDTH_NUMBER-1:0] data_out,   
    output logic rx_done,            
    output logic rx_error            
    );
    typedef enum logic [1:0] {
        IDLE,
        DATA,
        STOP
    } state_t;
    state_t state;                   
    shortint unsigned idx = 0;           
    shortint unsigned clk_counter = 0;   
    always_ff @(posedge(sample_clk) or negedge(rst_n)) begin
        if (!rst_n) begin        
            data_out <= 'hZ;
            rx_done  <= 1'bZ;
            rx_error <= 1'bZ;
            state    <= IDLE;
        end
        else begin
            unique case (state)
                IDLE:begin
                    rx_done <= 1'b0;     
                    if (data_in == 0) begin         
                        if (clk_counter < 1) begin  
                            clk_counter <= clk_counter +1;  
                        end
                        else begin
                            state <= DATA;   
                            clk_counter <= 0;   
                        end
                    end
                    else begin
                        state <= IDLE;       
                    end                     
                end
                DATA:begin
                    if (idx == DATA_WIDTH_NUMBER) begin       
                        state <= STOP;
                        clk_counter <= 0;
                        idx <= 0; 
                    end
                    else begin
                        if (clk_counter < 1) begin
                                clk_counter <= clk_counter +1;  
                            end
                        else begin
                            data_out[idx]  <= data_in;   
                            state <= DATA;               
                            clk_counter <= 0;
                            idx <= idx+1;                
                        end
                    end
                end
                STOP:begin
                    if (idx == STOP_BITS_NUMBER) begin       
                        state <= IDLE;
                        rx_done <= 1;
                        idx <= 0; 
                    end
                    else begin
                        if (clk_counter < 1) begin               
                                clk_counter <= clk_counter +1;
                        end
                        else begin
                            if (data_in) begin
                                idx <= idx+1;                    
                            end
                            else begin
                                rx_error <= 1'b1;                
                                state <= IDLE;
                            end
                        end
                    end
                end
            endcase
        end
    end
endmodule
```

## ./run.sh

```bash
#!/bin/bash
# OpenROAD 26Q1-2900-gdf79404cd8, Yosys 0.63+post, stock flow scripts
make -C /OpenROAD-flow-scripts/flow DESIGN_CONFIG=/design/flow/config.mk WORK_HOME=/design/flow/orfs finish
```

## ./config.mk

```make
export PLATFORM = sky130hd
export DESIGN_NAME = uart_rcv_top
export DESIGN_NICKNAME = uart_rcv_top
export VERILOG_FILES = /design/flow/design.v
export SDC_FILE = /design/flow/constraint.sdc
export NUM_CORES = 4
export LEC_CHECK = 1
export CORE_UTILIZATION = 50
```

## ./constraint.sdc

```tcl
current_design uart_rcv_top

set clk_period 4.2
set clk_io_pct 0.2

create_clock -name clk0 -period $clk_period [get_ports {clk}]

set non_clock_inputs [all_inputs -no_clocks]
set_input_delay [expr $clk_period * $clk_io_pct] -clock clk0 $non_clock_inputs
set_output_delay [expr $clk_period * $clk_io_pct] -clock clk0 [all_outputs]
```

==> impl_metrics.ini <==
; synthesis and place-and-route metrics
[run_status]
status = complete, no violations

[cells_and_area]
layout-drive-gt1-share_pct = 6.58
fin_util_pct = 54.9
area_delta_synth_final_pct = 6.66

[placed_design]
port_buffers = 12
hpwl_um = 6110
gp_congestion = 0.833
dp_slack_ns = 2.26

[sta]
holdWs_ns = 0.469
finalSetupTns_ns = 0
fin_ws_ns = 2.24
finalCritPeriodShare_pct = 46.7
slew_viol_final = 0
finClkSkew_ns = 0.00306
rsz0062_at_grt = false
hold_viol = 0
unclocked_pins = 45
tightest_slew_ns = 0.910
setup_viol = 0
relSlewSlack_pct = 39.2
fin_crit_ns = 1.96
untimed_endpoints = 87
fmax_ghz = 0.509

[clock_tree]
cts-root-buf = clkbuf_8
cts_resized = 0
numCtsBuffers = 5
cts_setup_buffers = 0
clk_latency_ns = 0.28
cts.reportedPaths.clkPinSlew_ns = 0.07
cts_max_level = 2
cts_tree = built
cts_hold_buf = 0
clockBufferDepth = 2

[routing]
drtAntennaViolNets = 0
drt_iter0_markers = 161
avgViaCountPerCell = 5.59
antenna_cells = 0
wirelength_um = 8490
drc_errors = 0
wl_per_cell_um = 15.0
vias = 3150
drt-pass1-iter-count = 4

[yosys]
ys_seq_share_pct = 47.3
edf_count = 32
syn_inst = 453
synth_area_mm2 = 0.00447
synth_warnings = 5
avgSynthCellArea_um2 = 9.87
ys_ff = 78
ff_type = dfrtp_1
synthArstFlopShare_pct = 59.0
ys_types = 57
ys_cells = 453
synth_chip_area_mm2 = 0.00447

[worst_hold_path]
hold_class = reg2reg
hold_depth = 1

[global_routing]
grt_overflow = 0
grt_pass1_wl_um = 14400
grt_pass1_vias = 2881
grt_antenna_before_repair = 0
track_usage_pct = 20.6
grt_max_degree = 49

[floorplanning]
row_count = 34
core_area_mm2 = 0.00868
dieArea_mm2 = 0.00932
die-height_um = 96.5
io_pins = 13
die_w_um = 96.5
fp_util_pct = 51.5

[pwr]
p_per_area_mw_per_mm2 = 137
p_leak_nw = 1.81
peakVddDrop_mv = 0.161

[critical_path]
start_kind = flop
worstPathMaxFanout = 6
reg2regPathDepth = 7
crit_slowest_cell = dfrtp_1
worstPathCellList = and4_1, and4_1, and4_1, and2_1, and3_1, nand2_1, xnor2_1
worstSetupEndpointType = flop
slowest_delay_ns = 0.43
crit_type = reg2reg
crit_arrival_ns = 2.13
cpMostUsedCell = and4_1
required_ns = 4.37

[run]
tool_warnings = 29
drv.max_cap_violation_count = 0
## synthesized netlist by cell type (2+ instances only)
master / instances / share of area [%]
nor2_1: 57 / 4.8
dfrtp_1: 45 / 25
nand2_1: 44 / 3.7
xnor2_1: 41 / 8.0
edfxtp_1: 32 / 22
nand3_1: 30 / 3.4
xor2_1: 23 / 4.5
inv_1: 14 / 1.2
nor4_1: 14 / 2.0
nand4_1: 13 / 1.8
o21ai_0: 12 / 1.3
a21oi_1: 11 / 1.2
nor3_1: 11 / 1.2
clkbuf_1: 10 / 0.84
and3_1: 9 / 1.3
buf_2: 9 / 1.0
and4_1: 7 / 1.4
ha_1: 7 / 2.0
mux2_1: 7 / 1.8
nor4b_1: 4 / 0.78
and2_1: 3 / 0.42
o211ai_1: 3 / 0.50
o311ai_0: 3 / 0.59
or3_1: 3 / 0.42
a31oi_1: 2 / 0.28
mux2_2: 2 / 0.50
nand3b_1: 2 / 0.34
nor2b_1: 2 / 0.28
nor4_2: 2 / 0.56
nor4_4: 2 / 0.95
o21bai_1: 2 / 0.34
or2_2: 2 / 0.28
## registers in the layout, summed over array words and instances, names as in the netlist
| register | flops |
|---|---|
| U1_BG.counter_rx | 32 |
| U1_BG.rx_sampling_clk | 1 |
| U3_RX.clk_counter | 16 |
| U3_RX.data_out | 8 |
| U3_RX.idx | 16 |
| U3_RX.rx_done | 1 |
| U3_RX.rx_error | 1 |
| U3_RX.state | 3 |
## power breakdown
| part | internal [mW] | switching [mW] | leakage (nW) | total [mW] |
|---|---|---|---|---|
| clock | 0.193 | 0.114 | 0.0585 | 0.308 |
| sequential | 0.322 | 0 | 0.935 | 0.322 |
| combinational | 0.00367 | 0.0176 | 0.819 | 0.0212 |
| total | 0.519 | 0.132 | 1.81 | 0.651 |
## path summary, 6_finish.rpt
kind	startpoint	endpoint	slack (ns)
max	U1_BG.counter_rx[9]$_DFF_PN0_	U1_BG.counter_rx[28]$_DFF_PN0_	2.24
min	U1_BG.rx_sampling_clk$_DFFE_PN0N_	U1_BG.rx_sampling_clk$_DFFE_PN0N_	0.47
max reg2reg	U1_BG.counter_rx[9]$_DFF_PN0_	U1_BG.counter_rx[28]$_DFF_PN0_	2.24
min reg2reg	U1_BG.rx_sampling_clk$_DFFE_PN0N_	U1_BG.rx_sampling_clk$_DFFE_PN0N_	0.47
max in group asynchronous	rst_n	U1_BG.counter_rx[31]$_DFF_PN0_	3.15
min in group asynchronous	rst_n	U1_BG.counter_rx[13]$_DFF_PN0_	0.66
## critical path: cells and delay by family, from the launching register on
| kind | cells | cell delay (ns) |
|---|---|---|
| flip-flops | 1 | 0.43 |
| AND/OR/NAND/NOR | 6 | 1.30 |
| XOR/XNOR | 1 | 0.12 |
## metal layers
| layer | routed length [um] | track usage (%) |
|---|---|---|
| met3 | 214 | 2.94 |
| met4 | 0 | 0.490 |
| met5 | 0 | 0 |
| met1 | 4500 | 36.4 |
| met2 | 3770 | 30.0 |
## cells by family (layout without fill, tap and decap cells)
group / after synthesis / after routing / synth area share, %
AND-OR/OR-AND: 44 / 44 / 6.64
XOR/XNOR: 64 / 64 / 12.5
adder cells (fa/ha/maj): 7 / 7 / 1.96
buffers and inverters: 36 / 39 / 3.56
flip-flops: 78 / 78 / 47.3
multiplexers: 9 / 9 / 2.27
AND/OR/NAND/NOR: 215 / 215 / 25.8
## final cells by class
cell class	instances	area (um^2)
Inverter	14	52.6
Sequential cell	78	2110
Clock buffer	7	86.3
Fill cell	788	3910
Clock inverter	1	30.0
Multi-Input combinational cell	339	2200
Timing Repair Buffer	17	153
Tap cell	108	135
## through the flow
stage / std cells / area, um^2 / total power, mW
after CTS: 564 / 4770 / 0.657
after global routing: 564 / 4770 / 0.677
after floorplan: 453 / 4470 / 0.335
after global placement: 556 / 4650 / 0.350
after detailed placement: 556 / 4650 / 0.350
final: 564 / 4770 / 0.651
## placed cells by master, fill, tap and decap left out, drive strengths merged, types with 2 or more instances in the layout
cell           instances
a21oi                 11
a31oi                  2
and2                   3
and3                   9
and4                   7
buf                    6
clkbuf                 7
clkdlybuf4s50         11
dfrtp                 45
edfxtp                32
ha                     7
inv                   14
mux2                   9
nand2                 45
nand3                 31
nand3b                 2
nand4                 14
nor2                  57
nor2b                  2
nor3                  12
nor4                  18
nor4b                  4
o211ai                 3
o21ai                 12
o21bai                 2
o311ai                 4
or2                    2
or3                    3
or3b                   2
or4                    2
xnor2                 41
xor2                  23
Power is estimated from default activity; no workload was simulated.
