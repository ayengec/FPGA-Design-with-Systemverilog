[flow/run.sh]
#!/bin/bash
# OpenROAD 26Q1-2900-gdf79404cd8, Yosys 0.63+post, stock flow scripts
make -C /OpenROAD-flow-scripts/flow DESIGN_CONFIG=/design/flow/config.mk WORK_HOME=/design/flow/orfs finish
[flow/design.v]
`timescale 1ns / 1ps
module up_down_counter_top(
    input  logic clk,                                               
    input  logic rst_n,
    input  logic dir,                    
    output logic [7:0] out_led
    );
    bit [31:0] counter;	                 
	bit clk2;                            
always_ff @(posedge(clk) or negedge(rst_n)) begin   
	if(!rst_n) begin
		counter <= 0;
		clk2 <= 0;
	end
	else if (counter == 10000000) begin   
		counter <= 0;
		clk2 = ~clk2;
	end
	else
			counter <= counter + 32'b1;
end
always_ff @(posedge(clk2) or negedge(rst_n)) begin  
    if(!rst_n)
        out_led <= 8'h00;
    else if(dir)
        out_led <= out_led+1;     
    else if (!dir)
        out_led <= out_led-1;     
end
endmodule
[flow/config.mk]
export PLATFORM = sky130hd
export DESIGN_NAME = up_down_counter_top
export DESIGN_NICKNAME = up_down_counter_top
export VERILOG_FILES = /design/flow/design.v
export SDC_FILE = /design/flow/constraint.sdc
export NUM_CORES = 4
export LEC_CHECK = 1
export CORE_UTILIZATION = 40
[flow/constraint.sdc]
current_design up_down_counter_top

set clk_period 5.2
set clk_io_pct 0.2

create_clock -name clk0 -period $clk_period [get_ports {clk}]

set non_clock_inputs [all_inputs -no_clocks]
set_input_delay [expr $clk_period * $clk_io_pct] -clock clk0 $non_clock_inputs
set_output_delay [expr $clk_period * $clk_io_pct] -clock clk0 [all_outputs]
==> deck_impl_summary.md <==
Key Metrics from the Run

Run status
  • Status: complete, no violations

GRT
  • Initial antenna violation count: 0
  • First-pass GRT wire length: 6400 um
  • Grt met2 use: 23.0%
  • Largest net degree at the start of global routing: around 42
  • Vias in the first global route: about 1400
  • Total grt overflow: 0
  • Total GRT Usage: 15.3%
  • Met3 Track Usage GR: roughly 3.8%
  • Met1 Use GR: 24.0%
  • Layer with the highest usage: met1

Detailed routing
  • Detailed Routing Iterations Pass 1: 4
  • Via count: between 1000 and 1500
  • Total Wirelength: 3600 um
  • Number of inserted diodes: 0
  • Via density: ~5.1
  • DRC viols: 0
  • WL per Instance: about 13 um
  • ANT nets after route: 0
  • Initial drt markers: slightly above 70

Synthesis
  • Post-synthesis sequential element count: approximately 40
  • Post-synthesis adder-cell area fraction: 5.67%
  • Largest logic family: simple AND/OR/NAND/NOR gates
  • Number of synthesized flops with an enable pin: 0
  • Mapped Area: between 2000 and 2500 um2
  • Commonest flop: dfrtp_1
  • Mux area share: roughly 1.4%
  • YS warnings: 1
  • Syn Inst Count: 193
  • Aoi share: under 10%
  • Post-Synth XOR/XNOR Area: 13.6%
  • AND/OR/NAND/NOR Cells, Area Fraction: between 20% and 30%
  • Post-Syn Area per Cell: around 11 um2
  • Asr flop ratio synth: ~100%
  • Synth cell types: 35
  • Area figure in the yosys stat output: 2120 um2
  • Post-synthesis sequential area ratio: about 48%
  • # Cells Yosys: about 190

Final timing
  • Clock skew: between 0.007 and 0.008 ns
  • Hold Fails Final Rpt: 0
  • Final Setup Violations: 0
  • Final period util: about a third
  • Count of endpoints without a timing constraint: 16
  • Max-slew violation count: 0
  • Hold slack: around 0.48 ns
  • RSZ-0062 raised after global routing: no
  • Register pins left without a clock: 8
  • Max-slew headroom: about three fifths
  • Slew @ Worst Pin: a little under 0.6 ns
  • Tmin final: roughly 1.8 ns
  • Fmax: about 570 MHz
  • Post-Route Setup TNS: 0 ns

Power
  • Clock power share: approximately 47%
  • Comb pwr share: ~4.4%
  • Sw frac: 20.1%
  • Flop pwr share: 48.7%
  • Switching power: 106 uW
  • PD cells: ~220 nW/um2
  • Pleak: slightly above 0.001 uW
  • VDD IR max: 170 uV
  • Internal: approximately 420 uW
  • Final Total Pwr: around 530 uW

Setup path
  • Setup CP Type: flop to flop
  • Slowest stage delay, CP: between 0.4 and 0.5 ns
  • CP delay by family, top: simple AND/OR/NAND/NOR gates
  • Crit path DAT: between 1.5 and 2 ns
  • Slowest cell on the critical path: dfrtp_1
  • Worst EP required: roughly 5.4 ns
  • CP bufs+invs: 1
  • Critical Path Start Type: flop
  • Cells along the critical path: inv_1, ha_1, nor4b_1, nand4_1, nor2_4, xor2_1
  • Crit path capture type: flop
  • CP Max Fanout: 9

Finish
  • Fillers: around 470
  • Gate Area: approximately 1000 um2
  • Storage cell area: 1030 um2
  • Share of cells above drive strength 1: 7.62%
  • Area delta synth->final: 13.9%

Placed design
  • I/O Buffers: 10
  • DP HPWL: roughly 2500 um
  • Global placement routability congestion: about 0.84

CTS
  • Clock latency (worst-skew pair): 0.29 ns
  • Clock Tree Root: clkbuf_8
  • Hold-fix buffers at CTS: 0
  • CTS tree: done
  • CTS buffer count: 5
  • Post-cts sizing count: 0
  • Clock Tree Buf Depth: 2
  • Setup Buffers After CTS: 0
  • CTS H-tree lvls: 2
  • Clock-pin slew on the worst setup and hold paths: 0.07 ns

Floorplan
  • Io pins: 11
  • Die X: around 75 um
  • Total core area: 5110 um2
  • Die ar.: roughly 5600 um2
  • Std cell rows: 26
  • Die height: between 70 and 80 um
  • Core Density at Floorplan: 41.5%

Run
  • MaxCap Viol Count: 0
  • OpenROAD warning count: 26

Min path
  • Hold WC Path Type: flop to flop
## final timing paths
| check | startpoint | endpoint | slack, ns | cells past startpoint |
|---|---|---|---|---|
| max in group asynchronous | rst_n | counter[23] | 4.04 | 2 |
| hold / removal | counter[31] | counter[31] | 0.48 | 1 |
| setup / recovery | counter[0] | clk2 | 3.44 | 6 |
| min in group asynchronous | rst_n | counter[31] | 0.81 | 2 |
| hold reg to reg | counter[31] | counter[31] | 0.48 | 1 |
| setup reg to reg | counter[0] | clk2 | 3.44 | 6 |
## final cells by class
class                           count  area share, %
Tap cell                           70           3.63
Multi-Input combinational cell    141           43.4
Clock buffer                        7           3.58
Inverter                            9           1.40
Sequential cell                    41           42.5
Timing Repair Buffer               11           4.25
Clock inverter                      1           1.24
## Yosys cell counts, types with 2 or more instances
| master | n | area [um2] |
|---|---|---|
| dfrtp_1 | 41 | 1030 |
| xnor2_1 | 29 | 254 |
| nand3_1 | 13 | 65.1 |
| nand4_1 | 12 | 75.1 |
| nor2_1 | 12 | 45.0 |
| nand2_1 | 11 | 41.3 |
| inv_1 | 9 | 33.8 |
| ha_1 | 8 | 100 |
| o21ai_0 | 5 | 25.0 |
| a21oi_1 | 4 | 20.0 |
| and3_1 | 4 | 25.0 |
| and4_1 | 4 | 35.0 |
| nor3_1 | 4 | 20.0 |
| nor4_1 | 4 | 25.0 |
| nor4b_1 | 4 | 35.0 |
| xor2_1 | 4 | 35.0 |
| mux2i_1 | 3 | 30.0 |
| nor2b_1 | 3 | 18.8 |
| nand4_4 | 2 | 42.5 |
| nor3b_1 | 2 | 15.0 |
## cells in the final DEF, fill, tap and decap left out, types with 2 or more instances in the layout
| master | n |
|---|---|
| a21oi_1 | 4 |
| and3_1 | 4 |
| and4_1 | 4 |
| clkbuf_8 | 6 |
| clkdlybuf4s50_1 | 9 |
| dfrtp_1 | 41 |
| ha_1 | 8 |
| inv_1 | 9 |
| mux2i_1 | 3 |
| nand2_1 | 11 |
| nand3_1 | 13 |
| nand4_1 | 12 |
| nand4_4 | 2 |
| nor2_1 | 12 |
| nor2b_1 | 3 |
| nor3_1 | 4 |
| nor3b_1 | 2 |
| nor4_1 | 4 |
| nor4b_1 | 4 |
| o21ai_0 | 5 |
| xnor2_1 | 29 |
| xor2_1 | 4 |
## layer usage
layer / wire length, um / up-vias
li1: - / 721
met3: 139 / 6
met1: 1810 / 671
met5: 0 / -
met2: 1610 / 22
met4: 46 / 0
## worst register-to-register path: cells and delay by family (launching register included)
kind	cells	cell delay (ns)
XOR/XNOR	1	0.17
adder cells (fa/ha/maj)	1	0.13
buffers and inverters	1	0.08
flip-flops	1	0.41
AND/OR/NAND/NOR	3	0.91
## through the flow
stage	cells	setup WS [ns]	util, %	instance area [um2]
finish	280	3.44	47.2	2410
global route	280	3.38	47.2	2410
CTS	280	3.43	47.2	2410
detailed placement	272	3.45	45.0	2300
global placement	272	3.41	45.0	2300
floorplan	193	3.79	-	2120
## power by group through the flow
stage | logic (uW) | clock network (uW) | registers, uW
after CTS | 24.1 | 256 | 257
final | 23.1 | 248 | 257
after global routing | 27.4 | 264 | 257
## cell families (layout without fill, tap and decap cells)
logic type	after synthesis	count (layout)
compound gates	14	14
fa+ha+maj	9	9
simple gates	82	82
xor+xnor	33	33
flops	41	41
mux	3	3
buf+inv	11	28
## registers in the layout, indices dropped and copies added, names as in the netlist
signal   flops
counter     32
out_led      8
clk2         1
Power and IR drop assume default switching activity.
